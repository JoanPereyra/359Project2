## ./run.sh

```bash
#!/bin/bash
# OpenROAD 26Q1-2900-gdf79404cd8, Yosys 0.63+post, stock flow scripts
make -C /OpenROAD-flow-scripts/flow DESIGN_CONFIG=/design/flow/config.mk WORK_HOME=/design/flow/orfs finish
```

## ./config.mk

```make
export PLATFORM = sky130hd
export DESIGN_NAME = rsa_mult
export DESIGN_NICKNAME = rsa_mult
export VERILOG_FILES = /design/flow/design.v
export SDC_FILE = /design/flow/constraint.sdc
export NUM_CORES = 4
export LEC_CHECK = 1
export CORE_UTILIZATION = 30
```

## ./constraint.sdc

```tcl
current_design rsa_mult

set clk_period 17.1
set clk_io_pct 0.2

create_clock -name clk0 -period $clk_period [get_ports {clk}]

set non_clock_inputs [all_inputs -no_clocks]
set_input_delay [expr $clk_period * $clk_io_pct] -clock clk0 $non_clock_inputs
set_output_delay [expr $clk_period * $clk_io_pct] -clock clk0 [all_outputs]
```

## ./design.v

```verilog
`timescale 1ns / 1ps
module bit_adder_2n #(parameter N=128)(
	input [N-1:0] a,
	input [N-1:0] b,
	input c,
	output [N-1:0] sum,
	output carry_out,
	output P_ik,
	output G_ik
    );
wire [N*2-1:0] wire_p;
wire [N*2-1:0] wire_g;
wire [2*N-1:0] wire_carry;
assign wire_carry[2*N-2] = c;  
generate 
	genvar i;
	for (i = 0; i < N; i = i+1)
		begin: N_block
		block_spg A(
				.a(a[i]),
				.b(b[i]),
				.c(wire_carry[i]),
				.p(wire_p[i]),
				.g(wire_g[i]),
				.s(sum[i])
				);
		if (i < N-1)  
				block_B B(
				.G_jk(wire_g[2*i+1]),
				.P_jk(wire_p[2*i+1]),
				.G_ij(wire_g[2*i]),
				.P_ij(wire_p[2*i]),
				.c_i(wire_carry[N+i]),
				.G_ik(wire_g[i+N]),
				.P_ik(wire_p[i+N]),
				.c_iout(wire_carry[2*i]),
				.c_j(wire_carry[2*i+1])
				);
		end
 endgenerate
assign P_ik = wire_p[N+(N-2)];
assign G_ik = wire_g[N+(N-2)];
assign carry_out = G_ik | (P_ik & c);
endmodule
`timescale 1ns / 1ps
module block_B(
	input G_jk,
	input P_jk,
	input G_ij,
	input P_ij,
	input c_i,
	output G_ik,
	output P_ik,
	output c_iout,
	output c_j
    );
assign G_ik = G_jk | (P_jk & G_ij);
assign P_ik = P_jk & P_ij;
assign c_j = G_ij | (P_ij & c_i);
assign c_iout = c_i;
endmodule
`timescale 1ns / 1ps
module block_spg(
	input a,
	input b,
	input c,
	output p,
	output g,
	output s
    );
assign s = a^b^c;
assign p = a | b;
assign g = a & b;
endmodule
`timescale 1ns / 1ps
module rsa_mult(
	input clk,
	input rst,
	input [127:0] a,
	input [127:0] b,
	output [255:0] c_mult,
	output done
    );
	reg [127:0] multiplicand;
	reg [256:0] P;  
	reg [127:0] partial_prod;
	wire [127:0] sum_out;
	reg [7:0] counter;
	parameter [1:0] IDLE = 2'b00,
						 ADD = 2'b01,
						 NO_ADD = 2'b10,
						 END = 2'b11;
	reg [1:0] state;
	assign c_mult = P[255:0];
	assign done = state[1] & state[0];	 
	bit_adder_2n #(128) Adder(.a(P[255:128]), .b(partial_prod), .c(1'b0), .sum(sum_out), .carry_out(carry));
	always @(posedge clk) begin
		if (rst) begin 
			state = IDLE;
			counter <= 0;
		end else begin
			case(state) 
				IDLE:
					begin
						multiplicand <= a;
						P[256:128] <= 0;
						P[127:0] <= b;
						counter <= 0;
						partial_prod = P[0] * multiplicand;
						if (partial_prod) state = ADD; 
						else state = NO_ADD;
					end
				ADD:
					begin
						if (counter == 129)
							begin
								state = END;
							end
						else 
							begin
								P <= {carry, sum_out, P[127:0]} >> 1;
								partial_prod = P[0] * multiplicand;
								counter <=  counter + 1;
								if (partial_prod) state = ADD; 
								else state= NO_ADD;
							end
					end
				NO_ADD:
						begin
						if (counter == 129)
							begin
								state = END;
							end
						else 
							begin
								P <= P >> 1;
								partial_prod = P[0] * multiplicand;
								counter <=  counter + 1;
								if (partial_prod) state = ADD; 
								else state = NO_ADD;
							end
					end
				END:
					begin
						state = END;
					end
			endcase
		end
	end
endmodule
```

==> results.json <==
{
  "start_kind": "primary input",
  "hold_class": "flip-flop to flip-flop",
  "antenna_found_initial": 19,
  "mux_share": 0.000396,
  "cts_resized": 0,
  "tightestPinTransition_ps": 871,
  "routed_wl_um": 81900,
  "cts_inserted_buffers": 61,
  "area_growth_pct": 27.8,
  "ys.flops": 522,
  "core_um2": 93600,
  "vias": 18200,
  "rsz0062_at_grt": "false",
  "die_area_um2": 96100,
  "vias_per_cell": 4.53,
  "ff_type": "edfxtp_1",
  "critPathMaxFanout": 50,
  "endpoint_kind": "flip-flop",
  "top_logic_kind": "adder cells",
  "rows": 112,
  "port_buffers": 514,
  "setup_viol": 0,
  "grt_pass1_wl_um": 119000,
  "cts_setup_buffers": 0,
  "critPathTopFamily": "buffers and inverters",
  "fin_util": 0.388,
  "dp_hpwl_um": 60800,
  "final_area_um2": 36400,
  "ant_nets": 0,
  "fin_skew_ps": 43.0,
  "period_needed_ps": 6240,
  "syn_area_um2": 28500,
  "edf_count": 512,
  "vdd_drop_max_v": 0.0000785,
  "period_used_share": 0.365,
  "hold_violations": 0,
  "htree_levels": 2,
  "dpl_cell_area_um2": 34200,
  "drv_slew": 0,
  "simple_gate_share": 0.0812,
  "overflow": 0,
  "ff2ff_setup_slack_ps": 11970,
  "cts_root_buffer": "clkbuf_16",
  "cts_hold_buf": 0,
  "syn_avg_cell_area_um2": 12.4,
  "lay_top_count": "clkdlybuf4s50_1",
  "cp_cell_sequence": "clkdlybuf4s50_1 -> nor3_4 -> buf_4 -> buf_4 -> buf_4",
  "logic_area_um2": 10500,
  "cts-root-to-sink-buffers": 3,
  "synthAdderAreaFrac": 0.159,
  "final_cell_mix": "clkdlybuf4s50_1 (514), edfxtp_1 (512), inv_1 (321), ha_1 (260), a22o_1 (154)",
  "worst_path_most_repeated_cell": "buf_4",
  "ios": 515,
  "flop_area_um2": 15600,
  "ys_area_um2": 28500,
  "num-fill-cells": 8998,
  "drt_pass1_iterations": 5,
  "die_h_um": 310,
  "status": "completed",
  "cts_tree": "done",
  "slew_headroom": 0.414,
  "place_ws_ps": 10080,
  "drive_gt1_frac": 0.0523,
  "synth_seq_share": 0.547,
  "cp.required_ps": 17400,
  "fp_util": 0.304,
  "power_density_nw_per_um2": 95.7,
  "grt_pass1_vias": 18500,
  "clkLatencyLatePin_ps": 680,
  "path_clk_slew_ps": 60,
  "grt_max_degree": 129,
  "critical_path_class": "primary input to flip-flop",
  "wl_per_cell_um": 20.4,
  "ys_sh_aoi": 0.105,
  "p_leak_nw": 14.0,
  "critPathMaxStageDelay_ps": 730,
  "async_flop_share": 0,
  "setup-tns-final_ps": 0,
  "synthCells": 2297,
  "yosysWarnings": 2,
  "arrival_ps": 6540,
  "remaining_drc_errors": 0,
  "gp_congestion": 0.906,
  "synth_cell_types": 69,
  "maxCapViolCount": 0,
  "clock.fmax_mhz": 160,
  "clock-sinks": 522,
  "fp.dieW_um": 310,
  "dr.first_iter.drc_count": 994,
  "ys_cells": 2297,
  "worst-path-buf-inv": 4,
  "slowest_stage": "nor3_4",
  "grt_usage": 0.178,
  "tool_warnings": 222,
  "fin_ws_ps": 10860,
  "synth_xor_xnor_area_share": 0.0206
}
final timing paths:
kind	from	endpoint	cells after the start
hold / removal	counter[7]$_SDFFE_PP0P_	counter[7]$_SDFFE_PP0P_	2
hold reg to reg	counter[7]$_SDFFE_PP0P_	counter[7]$_SDFFE_PP0P_	2
setup / recovery	rst	P[0]$_DFFE_PP_	5
setup reg to reg	P[128]$_DFFE_PP_	P[252]$_DFFE_PP_	17
cell families (layout without fill, tap and decap cells):
kind of cell | count (synthesis) | in the layout
DFF | 522 | 522
buffers and inverters | 522 | 976
and+or+nand+nor | 446 | 446
AOI/OAI and AO/OA | 415 | 415
adders and majority gates | 324 | 324
xor gates and xnor gates | 67 | 67
muxes | 1 | 1
other | 0 | 3
metrics by stage:
stage	total power [W]	hold slack (ps)	cells
after floorplan	0.00188	454	2297
after global placement	0.00211	467	3892
after detailed placement	0.00212	481	3892
after CTS	0.00353	492	4005
after global routing	0.00364	562	4006
final	0.00348	493	4008
worst min-delay path, stage by stage (launching register included):
cell and delay (ps):
dfxtp_1 310, o21ai_0 70, a21oi_1 60
registers in the layout, indices dropped and copies added (netlist names):
signal and count:
P 256, counter 8, multiplicand 128, partial_prod 128, state 2
where the power goes:
group	internal, W	total, W	switching (W)	leakage [nW]
Combinational	0.000260	0.000499	0.000239	7.82
Clock	0.000833	0.00140	0.000565	1.02
Sequential	0.00151	0.00158	0.0000691	5.21
Total	0.00261	0.00348	0.000872	14.0
layer usage:
layer / wire, µm / global-route usage / part of all wire
met5: 221 / 0 / 0.0027
met4: 2700 / 0.0470 / 0.033
met3: 7430 / 0.0651 / 0.091
met2: 40300 / 0.290 / 0.49
met1: 31200 / 0.230 / 0.38
Yosys cell counts (all sizes together), types with 3 or more instances:
| cell | number | area share |
|---|---|---|
| dfxtp | 10 | 0.0070 |
| nor2b | 14 | 0.0032 |
| nand3 | 3 | 0.00053 |
| clkbuf | 65 | 0.0086 |
| and2 | 132 | 0.029 |
| xnor2 | 27 | 0.0083 |
| a211oi | 4 | 0.0012 |
| a21o | 3 | 0.00079 |
| xor2 | 40 | 0.012 |
| nand2b | 3 | 0.00066 |
| a221oi | 5 | 0.0015 |
| o21a | 3 | 0.0011 |
| o211ai | 3 | 0.00079 |
| nor2 | 85 | 0.011 |
| nand4 | 12 | 0.0026 |
| inv | 322 | 0.042 |
| o21bai | 27 | 0.0071 |
| a21boi | 4 | 0.0012 |
| nor4 | 54 | 0.012 |
| buf | 135 | 0.035 |
| ha | 260 | 0.11 |
| or4 | 9 | 0.0024 |
| edfxtp | 512 | 0.54 |
| or3 | 7 | 0.0015 |
| a22o | 154 | 0.047 |
| nor3 | 8 | 0.0016 |
| nand2 | 113 | 0.015 |
| fa | 64 | 0.045 |
| a31oi | 4 | 0.0011 |
| o21ai | 109 | 0.019 |
| o31ai | 17 | 0.0051 |
| a21oi | 58 | 0.011 |
cell type report:
cell class,count,area share
Tap cell,1254,0.0432
Inverter,322,0.0333
Clock inverter,47,0.0161
Antenna cell,3,0.000206
Sequential cell,522,0.428
Timing Repair Buffer,541,0.148
Multi-Input combinational cell,1253,0.289
Clock buffer,66,0.0425
Power figures rest on the tool's default switching activity, not on a simulated workload.
