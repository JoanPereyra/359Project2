==> design.v <==
`timescale 1ns / 1ps
module AddSubCLA257Bit(
		input [256:0] a,
		input [256:0] b,
		input add_sub,
		output [256:0] s,
		output carry_out
		);
		wire c [0:510];
		wire g [0:510];
		wire p [0:510];
		wire b_add_sub [256:0];
		wire [1:0] g_con, p_con;
		wire c_con;
		assign carry_out = (g_con[1]|(p_con[1]&add_sub))^add_sub;
		generate
		genvar i;
			for(i = 0; i<257; i = i+1)
			begin: Block_Generator
				if (i < 256)
					BlockA A(
						.a(a[i]),
						.b(b_add_sub[i]),
						.s(s[i]),
						.g(g[i]),
						.p(p[i]),
						.c_in(c[i])
						);
				if	(i < 255)
					BlockB B(
						.c_in(c[i+256]),
						.c_pass(c[2*i]),
						.c_out(c[2*i+1]),
						.G_ij(g[2*i]),
						.G_jk(g[2*i+1]),
						.G_out(g[i+256]),
						.P_ij(p[2*i]),
						.P_jk(p[2*i+1]),
						.P_out(p[i+256])
						);
				assign b_add_sub[i] = b[i]^add_sub;
			end
		endgenerate
		BlockA LastBit_A(
			.a(a[256]),
			.b(b_add_sub[256]),
			.s(s[256]),
			.g(g_con[0]),
			.p(p_con[0]),
			.c_in(c_con)
			);
		BlockB B_08(
			.c_in(add_sub),
			.c_pass(c[510]),
			.c_out(c_con),
			.G_ij(g[510]),
			.G_jk(g_con[0]),
			.G_out(g_con[1]),
			.P_ij(p[510]),
			.P_jk(p_con[0]),
			.P_out(p_con[1])
			);
endmodule
`timescale 1ns / 1ps
module BlockA(
    input a,
    input b,
    output p,
    output g,
    input c_in,
    output s
    );
	assign s = a^b^c_in; 	 
	assign g = a&b;		 
	assign p = a + b;		 
endmodule
`timescale 1ns / 1ps
module BlockB(
    input G_jk,
    input P_jk,
    input G_ij,
    input P_ij,
    input c_in,
    output c_pass,
    output c_out,
    output G_out,
    output P_out
    );
	assign c_pass = c_in;							 
	assign G_out = G_jk + (P_jk & G_ij);
	assign P_out = P_jk & P_ij;
	assign c_out = G_ij + (P_ij & c_in);
endmodule
==> run.sh <==
#!/bin/bash
# OpenROAD 26Q1-2900-gdf79404cd8, Yosys 0.63+post, stock flow scripts
make -C /OpenROAD-flow-scripts/flow DESIGN_CONFIG=/design/flow/config.mk WORK_HOME=/design/flow/orfs finish
==> config.mk <==
export PLATFORM = sky130hd
export DESIGN_NAME = AddSubCLA257Bit
export DESIGN_NICKNAME = AddSubCLA257Bit
export VERILOG_FILES = /design/flow/design.v
export SDC_FILE = /design/flow/constraint.sdc
export NUM_CORES = 4
export LEC_CHECK = 1
export CORE_AREA = 10 10 300 300
export DIE_AREA = 0 0 310 310
==> constraint.sdc <==
current_design AddSubCLA257Bit

set clk_period 12.7
set clk_io_pct 0.2

create_clock -name clk0 -period $clk_period

set non_clock_inputs [all_inputs -no_clocks]
set_input_delay [expr $clk_period * $clk_io_pct] -clock clk0 $non_clock_inputs
set_output_delay [expr $clk_period * $clk_io_pct] -clock clk0 [all_outputs]
==> qor.yml <==
run_status:
  status: "finished, final reports clean"
sta:
  min_period_ps: 12190
  fmax_ghz: 0.0820
  hold_slack_ps: 5960
  tightest_slew_ps: 716
  setup_viol: 0
  slew_violations: 0
  hold_viol: 0
  slew_headroom_pct: 52.0
  rsz0062_at_grt: "no"
  period_used_pct: 96.0
  fin_setup_tns_ps: 0
logic_synthesis:
  ys_types: 77
  synthCells: 2643
  ys_cells: 2643
  yosys_area_sq_mm: 0.0210
  ys_seq_share_pct: 0
  ys.warnings.count: 1
  syn_area_sq_mm: 0.0210
  syn_avg_cell_area_sq_um: 7.95
place:
  dp_hpwl_mm: 75.9
  io_buffers: 773
  post_dp_cell_area_sq_mm: 0.0285
  dpl.cell_count: 4247
  routabilityCongestion: 0.932
job:
  openroad.warnings: 32
  cap_violations: 0
floorplanning:
  ioPinCount: 773
  fp-row-count: 106
  dieArea_sq_mm: 0.0961
  placeableCoreArea_sq_mm: 0.0836
  dieWidth_um: 310
  fp_util_pct: 25.2
  die_y_um: 310
critical_path:
  required_ps: 10160
  cp_max_fo: 5
  worstPathArrival_ps: 9650
  cp-start-kind: "input port"
  worst-setup-path-type: "input port to primary output"
  endpoint_kind: "primary output"
routing:
  ant_nets: 0
  wire_per_inst_um: 19.1
  wl_mm: 81.2
  drt_pass1_iterations: 5
  drcViolationCount: 0
  via_count: 18400
  avgViaCountPerCell: 4.31
  drt_iter0_drc: 624
finish:
  clock_buffers: 0
  final_cell_mix: "clkdlybuf4s50_1, xor2_1, inv_1, xnor2_1, ha_1"
  layoutNonFillerInstCount: 4258
  ff_count: 0
  layout.cells.most_common: "clkdlybuf4s50_1"
  area_growth_pct: 35.7
  stdcell_area_sq_mm: 0.0285
  drive_above_1_share_pct: 3.03
  seqCellArea_sq_um: 0
  final_util_pct: 34.1
global_route:
  antenna_found_initial: 23
  grt_first_pass_wirelength_mm: 117
  grt_max_degree: 37
  grt_overflow: 0
  grt_pass1_vias: 18800
  grt_use_total_pct: 16.5
pwr:
  static-leakage-power_nw: 12.4
  power.density_mw_per_mm2: 79.6
  ir_drop_mv: 0.0379
min_path:
  hold_class: "input port to primary output"
==> final cells by class <==
cell class	count	area, sq um
diodes	11	27.5
fillers	8715	55000
inverters	349	1310
multi-input cells	1999	17700
well taps	1080	1350
repair buffers	819	8170
==> metal layers <==
metal | vias up | track usage, % | wire length [um]
met5 | - | 0 | 196
met4 | 30 | 4.09 | 1920
met3 | 88 | 5.54 | 7190
met2 | 488 | 28.4 | 39600
met1 | 8346 | 19.7 | 32300
li1 | 9420 | - | -
==> cell usage after synthesis, types with 30 or more instances <==
cell type / number / area (sq um)
a21boi_0: 41 / 308
a21oi_1: 30 / 150
and3b_1: 48 / 420
buf_4: 258 / 1940
fa_1: 127 / 2540
ha_1: 257 / 3220
inv_1: 348 / 1310
mux2i_1: 39 / 390
nand2_1: 184 / 691
nand2b_1: 55 / 344
nand3_1: 41 / 205
nand4_1: 67 / 419
nor2_1: 76 / 285
nor3_1: 34 / 170
xnor2_1: 298 / 2610
xor2_1: 380 / 3330
==> power by group <==
group	internal [mW]	total, mW	switching, mW
clock	0.000000117	0.000000117	0
sequential	0	0	0
combinational	1.27	2.27	0.997
==> path summary, 6_finish.rpt <==
check / from / end / slack (ps) / cells past startpoint
worst max-delay path: b[81] / s[175] / 510 / 25
worst min-delay path: add_sub / s[1] / 5960 / 4
==> timing repair <==
action | in CTS | in global routing
hold buffers | 0 | 0
buffers inserted | 0 | 0
resized | 0 | 5
endpoints found under the setup margin | 0 | 8
==> worst max-delay path, cell delays in order <==
cell             delay (ps)
clkdlybuf4s50_1         480
xor2_1                  210
ha_1                    320
a21bo_1                 210
a21oi_1                 210
mux2_2                  370
xnor3_1                 450
nand4bb_1               240
and3_1                  260
o2111a_1                330
a2111o_1                390
a21oi_1                 170
a311oi_1                110
buf_4                   190
or4_1                   580
a31oi_1                 220
and3b_1                 200
xor2_1                  150
nor2_1                  210
mux2i_1                 260
mux2i_1                 240
xnor2_1                 120
fa_1                    380
xnor2_1                 260
clkdlybuf4s50_1         530
==> metrics by stage <==
step	power, mW	setup slack [ps]
after CTS	2.32	348
after global placement	2.31	401
final	2.27	506
after detailed placement	2.30	368
after floorplan	1.45	1040
after global routing	2.52	7.68
==> kinds of logic after synthesis <==
kind of cell,synth area share [%]
AND-OR/OR-AND,7.21
XOR/XNOR,29.3
adder cells (fa/ha/maj),27.4
buffers and inverters,16.1
multiplexers,2.45
AND/OR/NAND/NOR,17.5
No activity file was given, so power comes from the tool's default toggle rates.
