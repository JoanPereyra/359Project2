--- config.mk ---
export PLATFORM = sky130hd
export DESIGN_NAME = encrypt_try
export DESIGN_NICKNAME = encrypt_try
export VERILOG_FILES = /design/flow/design.v
export SDC_FILE = /design/flow/constraint.sdc
export NUM_CORES = 4
export LEC_CHECK = 1
export CORE_UTILIZATION = 30
--- run.sh ---
#!/bin/bash
# OpenROAD 26Q1-2900-gdf79404cd8, Yosys 0.63+post, stock flow scripts
make -C /OpenROAD-flow-scripts/flow DESIGN_CONFIG=/design/flow/config.mk WORK_HOME=/design/flow/orfs finish
--- design.v ---
`timescale 1ns / 1ps
module AddSubCLA129Bits(
		input [128:0] a,
		input [128:0] b,
		input add_sub,
		output [128:0] s,
		output carry_out
		);
		wire c [0:254];
		wire g [0:254];
		wire p [0:254];
		wire b_add_sub [128:0];
		wire [1:0] g_con, p_con;
		wire c_con;
		assign carry_out = (g_con[1]|(p_con[1]&add_sub))^add_sub;
		generate
		genvar i;
			for(i = 0; i<129; i = i+1)
			begin: Block_Generator
				if (i < 128)
					BlockA A(
						.a(a[i]),
						.b(b_add_sub[i]),
						.s(s[i]),
						.g(g[i]),
						.p(p[i]),
						.c_in(c[i])
						);
				if	(i < 127)
					BlockB B(
						.c_in(c[i+128]),
						.c_pass(c[2*i]),
						.c_out(c[2*i+1]),
						.G_ij(g[2*i]),
						.G_jk(g[2*i+1]),
						.G_out(g[i+128]),
						.P_ij(p[2*i]),
						.P_jk(p[2*i+1]),
						.P_out(p[i+128])
						);
				assign b_add_sub[i] = b[i]^add_sub;
			end
		endgenerate
		BlockA LastBit_A(
			.a(a[128]),
			.b(b_add_sub[128]),
			.s(s[128]),
			.g(g_con[0]),
			.p(p_con[0]),
			.c_in(c_con)
			);
		BlockB B_08(
			.c_in(add_sub),
			.c_pass(c[254]),
			.c_out(c_con),
			.G_ij(g[254]),
			.G_jk(g_con[0]),
			.G_out(g_con[1]),
			.P_ij(p[254]),
			.P_jk(p_con[0]),
			.P_out(p_con[1])
			);
endmodule
`timescale 1ns / 1ps
module BlockA(
    input a,
    input b,
    output p,
    output g,
    input c_in,
    output s
    );
	assign s = a^b^c_in; 	 
	assign g = a&b;		 
	assign p = a + b;		 
endmodule
`timescale 1ns / 1ps
module BlockB(
    input G_jk,
    input P_jk,
    input G_ij,
    input P_ij,
    input c_in,
    output c_pass,
    output c_out,
    output G_out,
    output P_out
    );
	assign c_pass = c_in;							 
	assign G_out = G_jk + (P_jk & G_ij);
	assign P_out = P_jk & P_ij;
	assign c_out = G_ij + (P_ij & c_in);
endmodule
`timescale 1ns / 1ps
module CLATreeAdder128Bit(
		input [127:0] a,
		input [127:0] b,
		input carry_in,
		output [127:0] s,
		output carry_out
		);
		wire c [0:254];
		wire g [0:254];
		wire p [0:254];
		assign c[254] = carry_in;
		assign carry_out = g[254]|(p[254]&carry_in);
		generate
		genvar i;
			for(i = 0; i<128; i = i+1)
			begin: Block_Generator
				BlockA A(
					.a(a[i]),
					.b(b[i]),
					.s(s[i]),
					.g(g[i]),
					.p(p[i]),
					.c_in(c[i])
					);
				if	(i < 127)
					BlockB B(
						.c_in(c[i+128]),
						.c_pass(c[2*i]),
						.c_out(c[2*i+1]),
						.G_ij(g[2*i]),
						.G_jk(g[2*i+1]),
						.G_out(g[i+128]),
						.P_ij(p[2*i]),
						.P_jk(p[2*i+1]),
						.P_out(p[i+128])
						);
			end
		endgenerate
endmodule
`timescale 1ns / 1ps
module EightBitAdder(
    input [7:0] a,
    input [7:0] b,
	 input carry_in,
    output [7:0] s,
    output carry_out
    );
		wire c [0:14];
		wire g [0:14];
		wire p [0:14];
		assign c[14] = carry_in;
		assign carry_out = g[14]|(p[14]&carry_in);
		generate
		genvar i;
			for(i = 0; i<8; i = i+1)
			begin: Block_Generator
				BlockA A(
					.a(a[i]),
					.b(b[i]),
					.s(s[i]),
					.g(g[i]),
					.p(p[i]),
					.c_in(c[i])
					);
				if	(i < 7)
					BlockB B(
						.c_in(c[i+8]),
						.c_pass(c[2*i]),
						.c_out(c[2*i+1]),
						.G_ij(g[2*i]),
						.G_jk(g[2*i+1]),
						.G_out(g[i+8]),
						.P_ij(p[2*i]),
						.P_jk(p[2*i+1]),
						.P_out(p[i+8])
						);
			end
		endgenerate
endmodule
`timescale 1ns / 1ps
module SequentialMultiplier128Bit(
    input [127:0] a,
    input [127:0] b,
	 input reset_n,
	 input clk,
    output [255:0] p,
	 output done,
	 output [1:0] state_out,
	 output [3:0] count_out
    );
	 parameter [1:0] 	START = 2'b00,
							ACCUM = 2'b01,
							SHIFT = 2'b10,
							DONE = 2'b11;
	 reg [127:0] a_shift, sum_shift;
	 reg [7:0] counter;
	 reg [1:0] state ;
	 reg c_reg;
	 wire [127:0] ab, sum;
	 wire carry;
	 CLATreeAdder128Bit add (
		.a(ab),
		.b(sum_shift),
		.carry_in(1'b0),
		.s(sum),
		.carry_out(carry)
		);
	 generate
	 genvar i;
		 for(i = 0; i<128; i = i+1)
		 begin: a_gen
			assign ab[i] = a_shift[0]&b[i];
		 end
	 endgenerate
	 always @(posedge clk or negedge reset_n)
	 begin
		if (!reset_n) 
			state <= START;
		else
		begin
		case (state)
			START :	begin
							a_shift = a;
							sum_shift = 128'h00000000000000000000000000000000;
							counter = 8'b00000000;
							state <= ACCUM;
						end
			ACCUM :	begin
							sum_shift = sum;
							c_reg = carry;
							state <= SHIFT;
						end
			SHIFT :	begin
							{c_reg, sum_shift, a_shift} = {1'b0, c_reg, sum_shift, a_shift[127:1]};
							counter = counter + 1;
							state <= (counter == 128)? DONE : ACCUM;
						end
			DONE :	begin
							state <= DONE;
						end
		endcase
		end
	 end
	 assign count_out = counter;
	 assign state_out = state;
	 assign p = {sum_shift, a_shift};
	 assign done = state[0]&state[1];
endmodule
`timescale 1ns / 1ps
module encrypt_try(
	input clock,
	input [127:0] message,
   input start,
   input reset,
   input [127:0] key,
	input [127:0] n,
   output done,
   output reg [127:0] message_enc
   );
	wire [255:0] mult_prod;
	wire [127:0] div_quot, div_remain;
	wire mult_done, div_done;
	reg [7:0] counter;
	reg [127:0] mult_a, mult_b, dividend, divisor, c, key_shift, m;
	reg mult_start, div_start;
	reg [2:0] state;
	SequentialMultiplier128Bit rsa_multiply(
		.a(mult_a),
		.b(mult_b),
		.clk(clock),
		.reset_n(mult_start),
		.p(mult_prod),
		.done(mult_done)
		);
	rsa_div rsa_divide(
		.dividend_q(dividend),
		.divisor_m(divisor),
		.clk(clock),
		.reset_n(div_start),
		.done(div_done),
		.quotient(div_quot),
		.remainder(div_remain)
		);
	parameter [2:0] 	IDLE = 3'd0, 
							C_SQ = 3'd1,
							DIV_A = 3'd2,
							A_DONE = 3'd3,
							C_M = 3'd4,
							DIV_B = 3'd5,
							B_DONE = 3'd6,
							DONE = 3'd7;
	always@(posedge clock or posedge reset) begin
		if (reset) begin
			counter = 7'd0;
			c = 127'b0;
			state = IDLE;
			end
		else begin
			case (state)
				IDLE	:	begin
								c = 127'b1;
								counter = 7'd0;
								mult_a = c;
								mult_b = c;
								if (start) begin
									mult_start = 1'b1;
									divisor = n;
									key_shift = key;
									m = message;
									state = C_SQ;
								end
							end
				C_SQ	:	begin
								if (mult_done) begin
									dividend = mult_prod[127:0];
									div_start = 1'b1;
									state = DIV_A;
								end
							end
				DIV_A	:	begin
								if (div_done) begin
									c = div_remain;
									state = A_DONE;
								end
							end
				A_DONE :	begin
								if (key_shift[127]) begin
									mult_a = c;
									mult_b = m;
									mult_start = 1'b1;
									state = C_M;
								end else begin
									state = B_DONE;
								end
							end
				C_M	:	begin
								if (mult_done) begin
									dividend = mult_prod[127:0];
									div_start = 1'b1;
									state = DIV_B;
								end
							end
				DIV_B	:	begin
								if (div_done) begin
									c = div_remain;
									state = B_DONE;
								end
							end
				B_DONE :	begin
								if (counter == 127) begin
									message_enc = c;
									state = DONE;
								end else begin
									key_shift = key_shift << 1;
									counter = counter + 1;
									mult_a = c;
									mult_b = c;
									mult_start = 1'b1;
									state = C_SQ;
								end
							end
				DONE	:	begin
								state = done;
							end
			endcase
		end
	end
	assign done = &state[2:0];
endmodule
`timescale 1ns / 1ps
module rsa_div(
    input [127:0] dividend_q,
    input [127:0] divisor_m,
    input clk,
	 input reset_n,
    output [127:0] quotient,
	 output [127:0] remainder,
	 output done,
	 output [2:0] state_out,
	 output [7:0] count_out
    );
	parameter [2:0] 	START = 3'b000,
							SHIFT = 3'b001,
							ACCUM = 3'b010,
							FIX_REMAINDER = 3'b011,
							DONE = 3'b100,
							SPECIAL = 3'b101;
	reg [2:0] state;
	reg [7:0] count;
	reg [127:0] q_shift;
	reg [128:0] a_shift;
	reg add_sub_control;
	wire [129:0] add_sub_out;
	wire [7:0] count_plusone;
	EightBitAdder count_inc (
		.a(count),
		.b(8'b0),
		.carry_in(1'b1),
		.s(count_plusone),
		.carry_out()
		);
	AddSubCLA129Bits add_sub (
		.a(a_shift), 
		.b({1'b0, divisor_m}), 
		.add_sub(add_sub_control), 
		.s(add_sub_out[128:0]), 
		.carry_out(add_sub_out[129])
		);
	always @(posedge clk or negedge reset_n)
	begin
		if (!reset_n) 
			state <= START;
		else
		begin
			case (state)
				START: 			begin
										q_shift = dividend_q;
										a_shift = 129'h000000000000000000000000000000000;
										add_sub_control = 1;
										count = 8'h00;
										state <= SHIFT;
									end
				SHIFT: 			begin
									count = count + 1;
									{a_shift, q_shift} = {a_shift[128:0], q_shift, 1'b0};
									state <= ACCUM;
									end
				ACCUM:			begin
									a_shift = add_sub_out[128:0];
									if (add_sub_out[128])
										begin
										add_sub_control = 0;
										q_shift[0] = 0;
										end
									else
										begin
										add_sub_control = 1;
										q_shift[0] = 1;
										end
									state <= (count == 8'b10000000)? FIX_REMAINDER : SHIFT;
									end
				FIX_REMAINDER:	begin
									if (a_shift[128])
										begin
										add_sub_control = 0;
										a_shift = add_sub_out[128:0];
										state <= FIX_REMAINDER;
										end
									else
										begin
										state <= DONE;
										end
									end
				DONE:				begin
									state <= DONE;
									end
			endcase
		end
	end
	assign done = state[2];
	assign state_out = state;
	assign count_out = count;
	assign quotient = q_shift;
	assign remainder = a_shift[127:0];
endmodule
--- constraint.sdc ---
current_design encrypt_try

set clk_period 34.9
set clk_io_pct 0.2

create_clock -name clk0 -period $clk_period [get_ports {clock}]

set non_clock_inputs [all_inputs -no_clocks]
set_input_delay [expr $clk_period * $clk_io_pct] -clock clk0 $non_clock_inputs
set_output_delay [expr $clk_period * $clk_io_pct] -clock clk0 [all_outputs]
==> flow_metrics.py <==
# Synthesis and PnR figures
metrics = {
    "cts": {
        "cts.sinks": 1571,
        "cts_hold_buf": 0,
        "post_cts_resized": 0,
        "clockBufferDepth": 3,
        "cts_setup_buffers": 0,
        "cts-root-buf": "clkbuf_16",
        "htreeDepth": 4,
        "clk_latency_ps": 820,
        "clk_pin_slew_ps": 60,
        "cts_tree": "yes",
        "cts_buffers": 176,
    },
    "layout": {
        "lay_top_count": "edfxtp_1",
        "syn_to_final_growth_pct": 19.39,
        "layout-drive-gt1-share": 0.07292,
        "layoutNonFillerInstCount": 10030,
        "fin_area_um2": 90480,
        "layout_top_cells": "edfxtp_1 (1430), nand2_1 (1270), clkdlybuf4s50_1 (515)",
        "final.fill_count": 23610,
        "largest_reg_flops": 129,
    },
    "setup_path": {
        "arrival_ps": 10210,
        "crit_fanout": 46,
        "required_ps": 35350,
        "start_kind": "input port",
        "critPathKind": "in -> reg",
        "endpoint_kind": "register",
    },
    "logic_synthesis": {
        "yosys.area.top_type": "edfxtp_1",
        "synth_cells": 6029,
        "top_cell_area_share": 0.5666,
        "synth_seq_share": 0.6130,
        "synth.logic.top_family": "simple AND/OR/NAND/NOR gates",
        "ys_async_sr_fraction": 0.08848,
        "yosysWarnings": 6,
        "synth_adder_area_share": 0.07713,
        "synth_cell_types": 81,
        "syn-cell-area_um2": 75790,
        "synth.avg_cell_area_um2": 12.57,
        "mux_share": 0.02402,
        "yosys.area_share.simple": 0.1291,
        "ys_area_um2": 75790,
        "synth.cellmix.compoundShare": 0.06595,
        "area_leaders": "edfxtp_1 (57%), nand2_1 (6.3%), dfrtp_1 (4.6%)",
        "edf_count": 1430,
        "numSynthFlops": 1571,
        "ys_cells": 6029,
        "ys.flop_type": "edfxtp_1",
        "synth-xor-area-share": 0.06777,
    },
    "floorplan": {
        "die_h_um": 504.6,
        "fp.dieW_um": 504.6,
        "dieArea_um2": 254600,
        "fp_util": 0.3017,
        "fp-row-count": 184,
        "ioPinCount": 516,
        "core_region_area_um2": 251200,
    },
    "sta": {
        "hold_viol": 0,
        "period_used_share": 0.2797,
        "holdWs_ps": 423.0,
        "tightest_slew_ps": 897.0,
        "slew_viol_final": 0,
        "timing.setup.tns_ps": 0,
        "clock_skew_ps": 49.47,
        "rsz0062_at_grt": "no",
        "slew_headroom": 0.3965,
        "setup_viol": 0,
        "period_minus_slack_ps": 9762,
        "fmaxAchievable_ghz": 0.1024,
    },
    "power": {
        "ir_drop_mv": 0.04430,
        "p_leak_nw": 33.05,
        "power.density_nw_per_um2": 72.20,
    },
    "global_route": {
        "grt_pass1_wl_um": 307000,
        "grt_usage": 0.1721,
        "grt-ovfl-total": 0,
        "antenna_found_initial": 41,
        "grt_pass1_vias": 47030,
        "grt_max_degree": 136,
    },
    "route": {
        "drtIter0Drc": 2718,
        "drt_pass1_iterations": 7,
        "ant_nets": 0,
        "routed_wl_um": 207400,
        "wl_per_cell_um": 20.67,
        "viasPerCell": 4.667,
        "drc": 0,
        "vias": 46830,
    },
    "min_path": {
        "hold_class": "reg -> reg",
    },
    "placed_design": {
        "dpl.hpwl_um": 149500,
        "place_inst": 9693,
        "port_buffers": 515,
        "place.gp.congestion": 0.9037,
        "placed_area_um2": 84880,
    },
    "run_status": {
        "outcome": "finished, final reports clean",
    },
    "job": {
        "drv_cap": 0,
        "warning_count": 51,
    },
}
metrics by stage:
| step | total power [mW] | worst slack, ps | util |
|---|---|---|---|
| 2_1_floorplan | 4.220 | 9157 | - |
| 3_3_place_gp | 4.746 | 24300 | 0.3379 |
| 3_5_place_dp | 4.783 | 24300 | 0.3379 |
| 4_1_cts | 6.609 | 25200 | 0.3600 |
| 5_1_grt | 6.960 | 25000 | 0.3601 |
| 6_report | 6.533 | 25140 | 0.3603 |
layer usage:
layer | part of all wire | track usage
met1 | 0.40 | 0.2305
met3 | 0.12 | 0.09031
met4 | 0.043 | 0.06237
met2 | 0.43 | 0.2446
met5 | 0.0017 | 0.002252
critical path, cell delays in order:
cell and delay (ps):
clkdlybuf4s50_1 600, nor3_2 260, buf_4 430, buf_4 580, buf_4 610, buf_4 580
synthesized netlist by cell type (26+ instances only):
master and n:
xor2_1 371, a21boi_0 26, clkbuf_1 239, and3b_1 34, nand2b_1 38, nand2_1 1271
a21oi_1 40, xnor2_1 209, dfrtp_1 139, mux2_2 131, o31ai_1 62, buf_1 27
a22o_1 134, o22ai_1 60, nand4_1 70, mux2i_1 32, inv_1 197, fa_1 127
edfxtp_1 1430, ha_1 264, o21ai_1 34, nor2b_1 26, nor2_1 232, o21ai_0 151
nand3_1 33, and2_1 272, a22oi_1 125
kinds of logic after synthesis:
family                     count (synthesis)
AOI/OAI and AO/OA                        716
xor gates and xnor gates                 583
adders and majority gates                391
buffers and inverters                    464
DFF                                     1571
muxes                                    165
and+or+nand+nor                         2139
power breakdown:
part           internal [mW]  switching (mW)
clock                   1.01           0.784
combinational          0.764            1.09
sequential              2.52           0.356
cell type report:
type                            instances  area, um^2  share of cell area
Tap cell                             3348        4189             0.04630
Timing Repair Buffer                  582        5746             0.06350
Antenna cell                           21       52.55           0.0005808
Clock buffer                          218        4644             0.05133
Sequential cell                      1571       46460              0.5135
Inverter                              198       750.7            0.008297
Multi-Input combinational cell       3994       27730              0.3065
Clock inverter                        102       912.1             0.01008
worst paths after layout:
| path | cells after the start | end | slack [ps] | start |
|---|---|---|---|---|
| setup reg to reg | 28 | rsa_multiply.sum_shift[94] | 26390 | rsa_multiply.a_shift[0] |
| min in group asynchronous | 2 | counter[6] | 6710 | reset |
| setup / recovery | 6 | mult_b[8] | 25140 | reset |
| hold / removal | 0 | dividend[99] | 420 | rsa_multiply.a_shift[99] |
| max in group asynchronous | 4 | c[5] | 26480 | reset |
| hold reg to reg | 0 | dividend[99] | 420 | rsa_multiply.a_shift[99] |
Power and IR drop assume default switching activity.
